<file path="flow/run.sh">
#!/bin/bash
# OpenROAD 26Q1-2900-gdf79404cd8, Yosys 0.63+post, stock flow scripts
make -C /OpenROAD-flow-scripts/flow DESIGN_CONFIG=/design/flow/config.mk WORK_HOME=/design/flow/orfs finish
</file>
<file path="flow/config.mk">
export PLATFORM = sky130hd
export DESIGN_NAME = register_cell
export DESIGN_NICKNAME = register_cell
export VERILOG_FILES = /design/flow/design.v
export SDC_FILE = /design/flow/constraint.sdc
export NUM_CORES = 4
export LEC_CHECK = 1
export CORE_AREA = 10 10 95 95
export DIE_AREA = 0 0 105 105
export SYNTH_HDL_FRONTEND = slang
</file>
<file path="flow/constraint.sdc">
current_design register_cell

set clk_period 1.1
set clk_io_pct 0.2

create_clock -name clk0 -period $clk_period [get_ports {clk}]

set non_clock_inputs [all_inputs -no_clocks]
set_input_delay [expr $clk_period * $clk_io_pct] -clock clk0 $non_clock_inputs
set_output_delay [expr $clk_period * $clk_io_pct] -clock clk0 [all_outputs]
</file>
<file path="flow/design.v">
function may_jump;
    input [(1 + 31 - 25) - 1:0] opecode;
    may_jump = opecode[(1 + 31 - 25) - 1:1] == 6'b001_110;
endfunction
module register_cell(clk, rst,
                     data_i,
                     data_o,
                     w_reserve_i,
                     w_reserved_o,
                     wb_i
                     );
   input clk, rst;
   input                w_reserve_i;     
   output               w_reserved_o;    
   output [32 -1: 0] data_o;          
   input                wb_i;            
   input  [32 -1: 0] data_i;          
   reg [32-1: 0]     data_r;          
   reg                  w_reserved_r;    
   assign               data_o = data_r;
   assign               w_reserved_o = w_reserved_r;
   always @(posedge clk or negedge rst) begin
        if (~rst) begin
             w_reserved_r <= 1'b0;
             data_r <= 32'b0;
        end
        else begin
             if (w_reserve_i)  
                 w_reserved_r <= 1'b1;
             else if (wb_i) begin  
                 w_reserved_r <= 1'b0;
                 data_r <= data_i;
             end
        end
   end  
endmodule
</file>
==> summary.txt <==
outcome: complete, but fails checks
failing checks: hold timing
Reg2Reg Capture Point: data_o[30]
Achievable Freq: 939.5 MHz
clk sinks: 33
die y size: 105 microns
Leak: 1.099 nW
synthesized instance count: 72
Place WS: -0.4676 ns
final instance area: 2386 sq um
row count: 30
critical path depth in cells: 1
via count: 904
Worst R2R Setup Slack: 0.11 ns
startpoint types: register
post-layout minimum cycle time: 1.064 ns
crit-path max cell delay: 0.39 ns
Reg clk slew, reported paths: 0.07 ns
initial antenna violation count: 0
fin util: 34.55%
worst path buffer plus inverter count: 1
synthesized cell area: 1396 sq um
Max Slew Vio Count: 0
crit path DRT: 0.88 ns
Inst Count DP: 236
Fin. Hold Viols: 33
global-route usage over all layers: 6.719%
Final Skew: 0 ns
clk latency late pin: 0.28 ns
number of nets with antenna violations after routing: 0
setup violators final: 0
CTS buffer count: 5
# diodes: 0
PwrDens: 1360 nW/um^2
Critical path origin: data_o[29]
Placement Cell Area: 2188 sq um
Layout fillers: 685
overall power: 0.003244 W
post-synthesis sequential area ratio: 59.14%
syn avg cell area: 19.39 sq um
CP Class: register to output pin
Least-Margin Pin Slew: 0.1941 ns
drt first pass iters: 2
die width: 105 microns
worst min path class: input pin to async pin
CTS H-tree lvls: 2
Yosys reg bits: 33
final worst-path cycle share: 96.76%
Layout Area Growth over Synthesis: 70.88%
floorplan utilization: 20.22%
core area: 6907 sq um
number of buffers added on ports: 68
most numerous logic cell after layout: dfrtp_1
DP HPWL: 2.601 mm
initial DRC count: 15
vias in the first global route: 982
total tool warning count: 27
worst r2r src: data_o[30]
total congestion overflow: 0
die area: 11030 sq um
Top-Level Pins: 69
first-pass GRT wire length: 5.954 mm
chip area estimate from yosys synthesis: 1396 sq um
Layout Cells excl Fill: 260
reg2reg path depth: 3
gpl congestion: 0.6885
slowest cell on the critical path: dfrtp_1
ys cells: 72
yosys warns: 0
CP Capture Point: data_o[29]
Max FO, Critical Path: 2
VDD IR max: 0.4760 mV
routed len/inst: 14.49 microns
Vias/cell: 3.477
worst path arrival time: 0.84 ns
final worst setup slack: 0.03559 ns
Root Driver: clkbuf_8
largest net degree at the start of global routing: 34
Critical Path, Cell by Cell: clkdlybuf4s15_1
Max-Cap Viols: 0
DRC Markers: 0
worst hold slack: -0.1075 ns
Routed WL: 3.768 mm
share of cells above drive strength 1: 47.56%
CTS tree: done
clk buf depth: 2
Top cells excl fill/tap: 33 x dfrtp_1, 32 x clkdlybuf4s50_1, 30 x mux2_4, 18 x clkdlybuf4s15_1, 16 x clkbuf_2
Synth cell types: 8
Slew headroom: 87.06%
Worst path top cell family by delay: flip-flops
Critical Path Sink Type: output pin
==> cells by family after synthesis <==
| logic type | count (synthesis) | synth area share (%) |
|---|---|---|
| AND-OR/OR-AND | 1 | 0.6274 |
| buffers and inverters | 5 | 5.376 |
| flip-flops | 33 | 59.14 |
| multiplexers | 32 | 33.87 |
| AND/OR/NAND/NOR | 1 | 0.9854 |
==> power by group <==
part / internal, W / switching [W] / leakage, nW
combinational: 0.000641 / 0.000189 / 0.669
sequential: 0.00139 / 0.0000929 / 0.386
clock: 0.000497 / 0.000434 / 0.0443
==> sequential cells by signal, summed over array words and instances, names as in the netlist <==
name	cells
data_o	32
w_reserved_o	1
==> how the worst min path moves through the flow <==
| stage | from | to | slack (ns) | cells past startpoint |
|---|---|---|---|---|
| final | rst | data_o[30] | -0.11 | 2 |
| after global routing | rst | data_o[12] | -0.11 | 2 |
| after CTS | rst | data_o[2] | -0.11 | 2 |
==> final cells by class <==
type | instances | area, sq um | area share [%]
timing repair buffer | 89 | 854.6 | 35.82
sequential | 33 | 825.8 | 34.61
multi-input combinational | 34 | 495.5 | 20.77
tap | 96 | 120.1 | 5.034
clock buffer | 7 | 86.33 | 3.618
inverter | 1 | 3.754 | 0.1573
==> cells in the mapped netlist, drive strengths merged <==
cell type / count / area [sq um]
nor2b: 1 / 13.76
a21o: 1 / 8.760
buf: 4 / 71.32
dfrtp: 33 / 825.8
inv: 1 / 3.750
mux2: 32 / 473.0
==> metrics by stage <==
step / setup TNS (ns) / hold WS [ns]
3_3_place_gp: -14.41 / 0.1957
5_1_grt: -0.001989 / -0.1092
3_5_place_dp: -14.52 / 0.1987
4_1_cts: 0 / -0.1101
6_report: 0 / -0.1075
2_1_floorplan: 0 / -0.07559
==> metal layers <==
layer | up-vias | global-route usage [%] | wire (microns)
met4 | 0 | 1.176 | 63
met3 | 4 | 1.491 | 175
met5 | - | 0 | 0
li1 | 429 | - | -
met2 | 33 | 10.50 | 1820
met1 | 438 | 9.481 | 1708
==> timing repair <==
action                                  in CTS  in global routing
endpoints found under the setup margin      65                 24
resized                                     70                 17
cloned                                       2                  0
endpoints found under the hold margin       33                 33
buffers inserted                            11                  4
pin swaps                                    0                  0
Power and IR drop assume default switching activity.
