===== config.mk =====
export PLATFORM = sky130hd
export DESIGN_NAME = idecode
export DESIGN_NICKNAME = idecode
export VERILOG_FILES = /design/flow/design.v
export SDC_FILE = /design/flow/constraint.sdc
export NUM_CORES = 4
export LEC_CHECK = 1
export CORE_UTILIZATION = 40
export SYNTH_HDL_FRONTEND = slang

===== constraint.sdc =====
current_design idecode

set clk_period 2.5
set clk_io_pct 0.2

create_clock -name clk0 -period $clk_period [get_ports {clk}]

set non_clock_inputs [all_inputs -no_clocks]
set_input_delay [expr $clk_period * $clk_io_pct] -clock clk0 $non_clock_inputs
set_output_delay [expr $clk_period * $clk_io_pct] -clock clk0 [all_outputs]

===== design.v =====
function may_jump;
    input [(1 + 31 - 25) - 1:0] opecode;
    may_jump = opecode[(1 + 31 - 25) - 1:1] == 6'b001_110;
endfunction
module idecode(
    clk, rst,
    v_i, stall_o,
    inst_i,              
    origaddr_i,          
    src_o, dest_o,       
    wb_o,                
    wb_rd_name_o,        
    dopc_o,              
    opc_o,               
    origaddr_o,
    cc_o,
    dm_addr_o,         
    stall_i, v_o,
    rd_reserve_o,
    rd_name_o, rd_data_i, rd_reserved_i,
    rs_name_o, rs_data_i, rs_reserved_i
);
function [12 - 1:0] decode_ope;
    input [6:0] opecode;
    case (opecode)  
        7'b000_0000, 7'b000_0001, 7'b000_0100, 7'b000_0110, 7'b000_0111:
            decode_ope = 12'b100000000000;
        7'b000_0010:
            decode_ope = 12'b010000000000;
        7'b000_0011:
            decode_ope = 12'b001000000000;
        7'b000_0101:
            decode_ope = 12'b000100000000;
        7'b000_1000, 7'b000_1001, 7'b000_1010, 7'b000_1100, 7'b000_1101:
            decode_ope = 12'b000010000000;
        7'b001_0000, 7'b001_0001, 7'b001_0010, 7'b001_0011:
            decode_ope = 12'b000001000000;
        7'b001_0110, 7'b001_0111:
            decode_ope = 12'b000000100000;
        7'b001_1000:
            decode_ope = 12'b000000010000;
        7'b001_1001:
            decode_ope = 12'b000000001000;
        7'b001_1100, 7'b001_1101:
            decode_ope = 12'b000000000100;
        7'b001_1110:
            decode_ope = 12'b000000000010;
        7'b001_1111:
            decode_ope = 12'b000000000001;
        default:
            decode_ope = 12'b000000000000;
    endcase
endfunction
function [32 - 1:0] expand_imm;
    input [(1 + 31 - 25) - 1:0] opecode;
    input [(1 + 15 - 0) - 1:0] imm;
    case (opecode)
        7'b000_0000,
        7'b000_0001,
        7'b000_0010,
        7'b000_0011,
        7'b000_0100,
        7'b000_0101,
        7'b000_0110,
        7'b000_0111,
        7'b001_1000,
        7'b001_1001,
        7'b001_1100,
        7'b001_1101:
            expand_imm = {{16{imm[(1 + 15 - 0) - 1]}}, imm};
        default:
            expand_imm = {16'b0, imm};
    endcase
endfunction
function wb_required;
    input [(1 + 31 - 25) - 1:0] opecode;
    case (opecode)
    7'b000_0100, 7'b001_1001, 7'b001_1100, 7'b001_1101, 7'b001_1110, 7'b001_1111:
        wb_required = 1'b0;
    default:
        wb_required = 1'b1;
    endcase
endfunction
    input clk, rst;
    input v_i;
    output stall_o;
    input [32 - 1:0] inst_i;
    input [16 - 1:0] origaddr_i;
    output [32 - 1:0] src_o, dest_o;
    output wb_o;
    output [(1 + 23 - 20) - 1:0] wb_rd_name_o;
    output [12 - 1:0] dopc_o;
    output [(1 + 31 - 25) - 1:0] opc_o;
    output [16 - 1:0] origaddr_o;
    output [3 - 1:0] cc_o;
    output [16 - 1:0] dm_addr_o;
    output v_o;
    input stall_i;
    output rd_reserve_o;
    output [(1 + 23 - 20) - 1:0] rd_name_o, rs_name_o;
    input [32 - 1:0] rd_data_i, rs_data_i;
    input rd_reserved_i, rs_reserved_i;
    reg v_r;
    reg [32 - 1:0] src_r, dest_r;
    reg [12 - 1:0] dopc_r;
    reg [(1 + 31 - 25) - 1:0] opc_r;
    reg [16 - 1:0] origaddr_r;
    reg [3 - 1:0] cc_r;
    reg [16 - 1:0] dm_addr_r;
    reg wb_r;
    reg [(1 + 23 - 20) - 1:0] wb_rd_name_r;
    assign v_o = v_r;
    assign src_o = src_r;
    assign dest_o = dest_r;
    assign dopc_o = dopc_r;
    assign opc_o = opc_r;
    assign origaddr_o = origaddr_r;
    assign cc_o = cc_r;
    assign dm_addr_o = dm_addr_r;
    assign wb_o = wb_r;
    assign wb_rd_name_o = wb_rd_name_r;
    wire [(1 + 31 - 25) - 1:0] opecode = inst_i[31:25];
    wire immf = inst_i[24];
    wire [(1 + 23 - 20) - 1:0] rd_name = inst_i[23:20];
    wire [3 - 1:0] cc = rd_name[3 - 1:0];
    wire [(1 + 19 - 16) - 1:0] rs_name = inst_i[19:16];
    wire [(1 + 15 - 0) - 1:0] imm = inst_i[15:0];
    wire [16 - 1:0] dm_addr = rs_data_i + $signed(imm);  
    wire [12 - 1:0] dopc = decode_ope(opecode);
    wire wb = wb_required(opecode);
    wire v = v_i & ~rd_reserved_i & ~(~immf & rs_reserved_i);
    assign stall_o = v_i & (stall_i | rd_reserved_i | (~immf & rs_reserved_i));
    assign rd_reserve_o = v & wb;
    assign rd_name_o = rd_name;
    assign rs_name_o = rs_name;
    always @(posedge clk or negedge rst) begin
        if (~rst) begin
            v_r <= 0;
            src_r <= 0;
            dest_r <= 0;
            dopc_r <= 0;
            opc_r <= 0;
            origaddr_r <= 0;
            cc_r <= 0;
            dm_addr_r <= 0;
            wb_r <= 0;
            wb_rd_name_r <= 0;
        end
        else begin
            if (~stall_i) begin
                v_r <= v;
                if (immf)
                    src_r <= expand_imm(opecode, imm);
                else
                    src_r <= rs_data_i;
                dest_r <= rd_data_i;
                dopc_r <= dopc;
                opc_r <= opecode;
                origaddr_r <= origaddr_i;
                cc_r <= cc;
                dm_addr_r <= dm_addr;
                wb_rd_name_r <= rd_name;
                wb_r <= wb;
            end
        end
    end
endmodule

===== run.sh =====
#!/bin/bash
# OpenROAD 26Q1-2900-gdf79404cd8, Yosys 0.63+post, stock flow scripts
make -C /OpenROAD-flow-scripts/flow DESIGN_CONFIG=/design/flow/config.mk WORK_HOME=/design/flow/orfs finish

==> flow_summary.yaml <==
# physical design summary
run_status:
  status: "finished, final reports clean"
placed_design:
  place.gp.congestion: 0.885
  post_dp_cell_area_sq_um: 8390
  portBuffers: 243
  place_ws_ns: -0.133
  place_inst: 906
  dp_hpwl_um: 11300
finish:
  area_delta_synth_final_pct: 58.8
  final_cells: 937
  design_area_sq_um: 8940
  drive_gt1_share_pct: 17.6
  final_util_pct: 66.2
floorplan:
  chip_area_sq_um: 14600
  initCoreUtil_pct: 41.7
  num_rows: 42
  die_w_um: 121
  coreArea_sq_um: 13500
  io-pin-count: 252
  die_y_um: 121
route:
  drc: 0
  routedWlPerCell_um: 16.4
  routed_wl_um: 15400
  drt_iter0_markers: 187
  diodes: 0
  postRouteAntennaNets: 0
  wl_met2_um: 7070
  drt-met1-wl_um: 6440
  wl_met3_um: 1780
  routed.top_layer: "met4"
  vias: 4780
  via_per_inst: 5.10
  drt_pass1_iterations: 4
sta:
  hold_viol: 0
  finClkSkew_ns: 0
  setup_violations: 0
  fin_ws_ns: 0.195
  rsz0062_at_grt: "no"
  report.final.slew_viol_count: 0
  tightest_slew_ns: 0.429
  relSlewSlack_pct: 71.4
  period_used_pct: 92.2
  fmax_ghz: 0.434
  period_needed_ns: 2.31
  finalSetupTns_ns: 0
setup_path:
  path_cells: "clkdlybuf4s50_1, and3_1, a31oi_1, o21ai_1, a21oi_1, dlygate4sd2_1"
  cp_max_fo: 3
  worst_setup_path_end_kind: "output pin"
  slowest_delay_ns: 0.44
  cp.required_ns: 2.00
  timing.rr.start: "dm_addr_o[15]"
  critPathKind: "in2out"
  r2r_cells: 3
  cp_slowest_cell: "clkdlybuf4s50_1"
  cp-startpoint: "inst_i[29]"
  crit_path_start_kind: "primary input"
  arrival_ns: 1.81
clock_network:
  cts_tree: "done"
  clock_sinks: 121
  cts_root_buf: "clkbuf_16"
  insertion_delay_ns: 0.40
  cts_max_level: 4
  cts.reportedPaths.clkPinSlew_ns: 0.05
  cts_inserted_buffers: 17
  clock_path_buffers: 2
worst_hold_path:
  hp-class: "in2async"
synth:
  yosys_cells: 486
  edf_count: 0
  synth_seq_share_pct: 53.8
  syn_area_sq_um: 5630
  simple_gate_share_pct: 8.87
  netlist_instances: 486
  synth.distinct_cells: 58
  synthArstFlopShare_pct: 100
  synth.ff_latch_count: 121
  synth.mux.area_fraction_pct: 14.8
  logic_family: "multiplexers"
  yosys_most_used_dff: "dfrtp_1"
  ys_sh_aoi_pct: 13.6
  synth.cellmix.adderShare_pct: 3.69
  avgSynthCellArea_sq_um: 11.6
  ys_warn_count: 0
  ys_sh_xor_pct: 1.40
  synth_chip_area_sq_um: 5630
global_routing:
  grt_pass1_wl_um: 24800
  grt_max_degree: 93
  grt_pass1_vias: 4919
  gr-total-overflow: 0
  antenna_found_initial: 0
  grtUsageTotal_pct: 22.6
power:
  p_leak_uw: 0.00379
  ir_drop_mv: 0.456
  power_density_nw_per_um2: 637
job:
  warnings: 26
  cap_viol_max_count: 0
metal layers:
layer,GRT usage (%),up-vias
li1,-,2278
met1,31.0,2284
met2,35.2,208
met3,10.1,10
met4,2.24,0
met5,0,-
what timing repair did:
action / in CTS / in global routing
endpoints found under the hold margin: 1 / 0
setup endpoints to repair: 1 / 0
hold buffers: 1 / 0
buffers inserted: 0 / 0
resized: 3 / 0
power by group:
part	total [uW]	leakage, uW	internal, uW	switching, uW
logic	1190	0.00208	794	392
registers	2270	0.00146	2160	111
clock network	2240	0.000255	1400	834
total	5700	0.00379	4360	1340
critical path, delay by kind of cell:
kind,cells,cell delay (ns)
and+or+nand+nor,1,0.20
buffers and inverters,2,0.68
AOI/OAI and AO/OA,3,0.42
state kept, by name (all words and copies together), names as in the netlist:
name / cells
v_o: 1
cc_o: 2
dest_o: 32
opc_o: 7
src_o: 32
dm_addr_o: 16
wb_o: 1
dopc_o: 12
origaddr_o: 16
wb_rd_name_o: 2
final cells by class:
class,count,area [sq um]
Timing Repair Buffer,281,2750
Clock buffer,23,468
Fill cell,1017,4560
Inverter,5,18.8
Sequential cell,121,3030
Multi-Input combinational cell,324,2380
Clock inverter,7,71.3
Tap cell,176,220
cell usage in the layout (no fill, tap or decap), types with 3 or more instances in the layout:
| cell | count |
|---|---|
| a31oi_1 | 4 |
| clkinvlp_4 | 3 |
| nand2_1 | 76 |
| o211ai_1 | 3 |
| clkbuf_16 | 17 |
| mux2i_1 | 17 |
| clkdlybuf4s50_1 | 239 |
| inv_2 | 3 |
| buf_12 | 3 |
| a2bb2oi_1 | 16 |
| o21ai_0 | 28 |
| o21ai_1 | 10 |
| xor2_1 | 4 |
| nand3_1 | 4 |
| mux2_2 | 59 |
| dfrtp_1 | 121 |
| or3_1 | 3 |
| o31ai_1 | 7 |
| buf_4 | 36 |
| nand4_1 | 4 |
| clkbuf_1 | 4 |
| ha_1 | 15 |
| xnor2_1 | 5 |
| nor2_1 | 8 |
| a21oi_1 | 15 |
| o41ai_1 | 5 |
| a211oi_1 | 3 |
path summary, 6_finish.rpt:
path	endpoint	slack, ns
max	rd_reserve_o	0.19
min	dest_o[23]	0.43
max reg2reg	dm_addr_o[15]	1.57
min reg2reg	src_o[1]	0.48
max in group asynchronous	src_o[28]	1.49
min in group clk0	src_o[1]	0.48
cells in the mapped netlist (3+ instances only):
cell | instances | share of area (%)
mux2i_1 | 17 | 3.0
o31ai_1 | 7 | 0.93
a31oi_1 | 4 | 0.44
dfrtp_1 | 121 | 54
xor2_1 | 4 | 0.62
o21ai_0 | 29 | 2.6
o21ai_1 | 9 | 0.80
nand2_1 | 76 | 5.1
mux2_2 | 59 | 12
nand3_1 | 4 | 0.36
o41ai_1 | 5 | 0.78
buf_2 | 11 | 0.98
ha_1 | 15 | 3.3
inv_2 | 3 | 0.20
buf_4 | 11 | 1.5
a211oi_1 | 3 | 0.40
a21oi_1 | 15 | 1.3
xnor2_1 | 5 | 0.78
clkbuf_1 | 11 | 0.73
o211ai_1 | 3 | 0.40
a2bb2oi_1 | 16 | 2.5
nor2_1 | 8 | 0.53
or3_1 | 3 | 0.33
nand4_1 | 4 | 0.44
per-stage QoR:
stage	total power, uW	hold WS, ns
after CTS	5760	0.416
final	5700	0.435
after floorplan	2680	0.204
after global routing	5980	0.431
after detailed placement	3500	0.308
after global placement	3490	0.305
kinds of logic after synthesis:
logic type / count (synthesis)
AOI/OAI and AO/OA: 113
xor gates and xnor gates: 9
adders and majority gates: 16
buffers and inverters: 41
DFF: 121
muxes: 76
and+or+nand+nor: 110
Power figures rest on the tool's default switching activity, not on a simulated workload.
