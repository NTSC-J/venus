[./config.mk]
export PLATFORM = sky130hd
export DESIGN_NAME = ifetch
export DESIGN_NICKNAME = ifetch
export VERILOG_FILES = /design/flow/design.v
export SDC_FILE = /design/flow/constraint.sdc
export NUM_CORES = 4
export LEC_CHECK = 1
export CORE_AREA = 10 10 108 108
export DIE_AREA = 0 0 118 118
export SYNTH_HDL_FRONTEND = slang
[./constraint.sdc]
current_design ifetch

set clk_period 3.6
set clk_io_pct 0.2

create_clock -name clk0 -period $clk_period [get_ports {clk}]

set non_clock_inputs [all_inputs -no_clocks]
set_input_delay [expr $clk_period * $clk_io_pct] -clock clk0 $non_clock_inputs
set_output_delay [expr $clk_period * $clk_io_pct] -clock clk0 [all_outputs]
[./design.v]
function may_jump;
    input [(1 + 31 - 25) - 1:0] opecode;
    may_jump = opecode[(1 + 31 - 25) - 1:1] == 6'b001_110;
endfunction
module ifetch(clk, rst,
          v_o,
          branch_i, baddr_i, addr_o,
          stall_i);
    input clk, rst;
    output v_o;
    input branch_i;  
    input [16 - 1:0] baddr_i;  
    output [16 - 1:0] addr_o;  
    input stall_i;
    reg [16 - 1:0] addr_r;
    reg bubble_r;
    reg branched_r;
    reg initialized_r;
    assign v_o = ~branch_i && ~bubble_r && initialized_r;
    assign addr_o = addr_r;
    always @(posedge clk or negedge rst) begin
        if (~rst) begin
            addr_r <= 0;
            bubble_r <= 0;
            branched_r <= 0;
            initialized_r <= 0;
        end
        else begin
            if (~stall_i) begin
                initialized_r <= 1'b1;
                if (branch_i) begin
                    addr_r <= baddr_i;
                    bubble_r <= 1'b1;
                    branched_r <= 1'b1;
                end
                else begin
                    addr_r <= addr_r + 1;
                    bubble_r <= 1'b0;
                    branched_r <= 1'b0;
                end
            end
            else if (~bubble_r && ~branch_i && ~branched_r) begin
                    addr_r <= addr_r - 1;
                    bubble_r <= 1'b1;
            end
        end
    end
endmodule
[./run.sh]
#!/bin/bash
# OpenROAD 26Q1-2900-gdf79404cd8, Yosys 0.63+post, stock flow scripts
make -C /OpenROAD-flow-scripts/flow DESIGN_CONFIG=/design/flow/config.mk WORK_HOME=/design/flow/orfs finish
==> impl_metrics.tcl <==
# flow metrics
set metrics [dict create \
    cellInternalPower_uw 458 \
    wl_per_cell_um 14.1 \
    vias_per_cell 4.33 \
    finalHoldViolCount 0 \
    clkTransAtPathRegs_ns 0.08 \
    fillers 1042 \
    path_max_fanout 8 \
    p_seq_frac 0.459 \
    die-area_um2 13900 \
    path_class "input pin to primary output" \
    required_ns 2.88 \
    clock_skew_ns 0.00326 \
    clockRootBuffer "clkbuf_8" \
    initCoreUtil 0.158 \
    syn_avg_cell_area_um2 8.51 \
    fin_cells 334 \
    common_cells "dfrtp_1 (19), nand2_1 (15), nor2_1 (14), a21oi_1 (9), nand3_1 (9)" \
    critPathCaptureType "primary output" \
    ir_drop_mv 0.0744 \
    drc 0 \
    fin_tns_setup_ns 0 \
    postRouteAntennaNets 0 \
    synth_top_area_share 0.323 \
    vias 1447 \
    place_area_um2 1960 \
    whs_path_depth 1 \
    status "completed" \
    logic_area_um2 912 \
    regArea_um2 475 \
    edf_count 0 \
    netlist_area_um2 1470 \
    arrival_ns 2.06 \
    synth.distinct_cells 48 \
    first_global_vias 1421 \
    ctsResizeCount 0 \
    synth_warnings 0 \
    fp.dieH_um 118 \
    place_congestion 0.859 \
    firstDrtPassIters 4 \
    swShare 0.349 \
    cts_sinks 19 \
    routed_wl_mm 4.71 \
    grt_pass1_wl_mm 7.76 \
    tool_warnings 26 \
    power_density_nw_per_um2 350 \
    num_antenna_cells 0 \
    core-area_um2 9280 \
    min_period_ns 2.78 \
    ys_chip_area_um2 1470 \
    ys_seq_share 0.323 \
    die_w_um 118 \
    pwr-share-clk 0.217 \
    pin_count 37 \
    cts_tree "yes" \
    hold_path_class "flip-flop to flip-flop" \
    period_used_share 0.772 \
    setup_violations 0 \
    critPathLaunchType "input pin" \
    h-tree-depth 1 \
    drt_iter0_drc 151 \
    gr-total-overflow 0 \
    dp_cells 330 \
    track_usage 0.0668 \
    hold_buffers 0 \
    ys_cells 173 \
    area_leaders "dfrtp_1 (32%), xnor2_1 (4.8%), mux2i_1 (4.1%), nand2_1 (3.8%), nor2_1 (3.6%)" \
    top_area_cell "dfrtp_1" \
    cts_made_buffers 3 \
    cap_violations 0 \
    finalMaxSlewViolations 0 \
    drive_gt1_frac 0.0927 \
    postCtsSetupBuffers 0 \
    yosysMostFrequentCell "dfrtp_1" \
    cellLeakagePower_nw 0.693 \
    worstMarginPinSlew_ns 0.594 \
    p_sw_uw 246 \
    fp-row-count 35 \
    synth-main-ff-cell "dfrtp_1" \
    clockBufferDepth 2 \
    fin_area_um2 2010 \
    clock_latency_ns 0.26 \
    port_buffers 36 \
    synth_flops 19 \
    grt_max_degree 20 \
    slew_headroom 0.603 \
    async_flop_share 1.00 \
    hpwl_mm 3.66 \
    pwr-share-comb 0.324 \
    fmax_ghz 0.360 \
    netlist_instances 173 \
    reg2regPathDepth 5 \
    area_delta_synth_final_pct 36.5 \
    antenna_found_initial 0 \
    rsz0062_at_grt "no" \
]
==> cell usage in the layout (no fill, tap or decap), types with 4 or more instances in the layout <==
| cell | netlist | final |
|---|---|---|
| xor2_1 | 6 | 6 |
| nand3_1 | 9 | 9 |
| nor3_1 | 6 | 6 |
| inv_1 | 5 | 5 |
| buf_4 | 1 | 4 |
| clkdlybuf4s50_1 | 0 | 36 |
| nand4_1 | 7 | 7 |
| nor2_1 | 14 | 14 |
| o22ai_1 | 4 | 4 |
| mux2i_1 | 6 | 6 |
| xnor2_1 | 8 | 8 |
| dfrtp_1 | 19 | 19 |
| o21ai_0 | 8 | 8 |
| a21oi_1 | 9 | 9 |
| nand2_1 | 15 | 15 |
==> metal layers <==
layer / up-vias / track usage / part of all wire / wire, um
met1: 697 / 0.0916 / 0.47 / 2210
met5: - / 0 / 0 / 0
met3: 4 / 0.0175 / 0.059 / 280
li1: 707 / - / - / -
met2: 39 / 0.105 / 0.46 / 2170
met4: 0 / 0.0100 / 0.013 / 60
==> cell type report <==
type,count,area share
inverters,6,0.0112
clock inverters,1,0.00249
repair buffers,40,0.194
multi-input cells,136,0.454
well taps,129,0.0804
clock buffers,3,0.0206
flip-flops and latches,19,0.237
==> power by group through the flow <==
| stage | combinational [mW] | clock [mW] | sequential (mW) |
|---|---|---|---|
| finish | 0.228 | 0.153 | 0.323 |
| CTS | 0.234 | 0.160 | 0.323 |
| global route | 0.257 | 0.169 | 0.333 |
==> final timing paths <==
| check | start | end | slack [ns] |
|---|---|---|---|
| hold reg to reg | initialized_r | initialized_r | 0.46 |
| hold / removal | initialized_r | initialized_r | 0.46 |
| setup / recovery | branch_i | v_o | 0.82 |
| min in group asynchronous | rst | addr_o[14] | 0.81 |
| setup reg to reg | addr_o[4] | addr_o[11] | 1.41 |
| max in group asynchronous | rst | addr_o[4] | 2.58 |
==> registers in the layout, indices dropped and copies added (netlist names) <==
register       count
initialized_r      1
addr_o            16
bubble_r           1
branched_r         1
==> cells by family (layout without fill, tap and decap cells) <==
| logic type | after synthesis | in the layout | share of synthesized area |
|---|---|---|---|
| AND-OR/OR-AND | 40 | 40 | 0.181 |
| XOR/XNOR | 14 | 14 | 0.0833 |
| adder cells (fa/ha/maj) | 2 | 2 | 0.0170 |
| buffers and inverters | 18 | 50 | 0.0570 |
| flip-flops | 19 | 19 | 0.323 |
| multiplexers | 6 | 6 | 0.0408 |
| AND/OR/NAND/NOR | 74 | 74 | 0.298 |
==> metrics by stage <==
stage	total power, mW	hold WS (ns)	util	setup slack, ns
finish	0.704	0.463	0.216	0.821
detailed placement	0.559	0.450	0.211	0.622
global placement	0.558	0.442	0.211	0.647
floorplan	0.439	0.424	-	1.56
global route	0.758	0.501	0.216	0.684
CTS	0.717	0.472	0.216	0.810
==> worst max-delay path, cell delays in order <==
cell	delay (ns)
clkdlybuf4s50_1	0.56
nor3b_1	0.27
clkdlybuf4s50_1	0.51
Power is estimated from default activity; no workload was simulated.
